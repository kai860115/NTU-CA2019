## design.v

```verilog
module alu(
             clk_p_i,
             reset_n_i,
             data_a_i,
             data_b_i,
             inst_i,
             data_o
             );
      input           clk_p_i;
      input           reset_n_i;
      input   [7:0]   data_a_i;
      input   [7:0]   data_b_i;
      input   [2:0]   inst_i;
      output reg  [15:0]  data_o;
      reg     [15:0]   ALU_d2_w;
      reg     [7:0]    data_a_d1_r;
      reg     [7:0]    data_b_d1_r;
      reg     [2:0]    inst_d1_r;
      always@ (*)
      begin
          case(inst_d1_r)
            3'b000:    ALU_d2_w = {data_a_d1_r[7] ? 8'b11111111 : 8'b0, data_a_d1_r} + {data_b_d1_r[7] ? 8'b11111111 : 8'b0, data_b_d1_r};
            3'b001:    ALU_d2_w = {data_b_d1_r[7] ? 8'b11111111 : 8'b0, data_b_d1_r} - {data_a_d1_r[7] ? 8'b11111111 : 8'b0, data_a_d1_r};
            3'b010:    ALU_d2_w = {data_a_d1_r[7] ? 8'b11111111 : 8'b0, data_a_d1_r} * {data_b_d1_r[7] ? 8'b11111111 : 8'b0, data_b_d1_r};
            3'b011:    ALU_d2_w = {8'b0, data_a_d1_r & data_b_d1_r};
            3'b100:    ALU_d2_w = {8'b0, data_a_d1_r ^ data_b_d1_r};
            3'b101:    ALU_d2_w = {8'b0, data_a_d1_r[7] ? ~data_a_d1_r + 1'b1 : data_a_d1_r};
            3'b110:    ALU_d2_w = ({8'b0, data_a_d1_r} + {8'b0, data_b_d1_r}) >> 1;
            3'b111:    ALU_d2_w = {8'b0, data_b_d1_r} % {8'b0, data_a_d1_r};
            default:   ALU_d2_w = 0;
          endcase
      end
      always@(posedge clk_p_i or negedge reset_n_i)
      begin
          if (reset_n_i == 1'b0)
          begin
            data_a_d1_r <= 0;
            data_b_d1_r <= 0;
            inst_d1_r   <= 0;
            data_o <= 0;
          end
          else
          begin
            data_a_d1_r <= data_a_i;
            data_b_d1_r <= data_b_i;
            inst_d1_r   <= inst_i;
            data_o <= ALU_d2_w;
          end
      end
endmodule
```

## run.sh

```bash
#!/bin/bash
# OpenROAD 26Q1-2900-gdf79404cd8, Yosys 0.63+post, stock flow scripts
make -C /OpenROAD-flow-scripts/flow DESIGN_CONFIG=/design/flow/config.mk WORK_HOME=/design/flow/orfs finish
```

## config.mk

```make
export PLATFORM = sky130hd
export DESIGN_NAME = alu
export DESIGN_NICKNAME = alu
export VERILOG_FILES = /design/flow/design.v
export SDC_FILE = /design/flow/constraint.sdc
export NUM_CORES = 4
export LEC_CHECK = 1
export CORE_UTILIZATION = 50
```

## constraint.sdc

```tcl
current_design alu

set clk_period 22.6
set clk_io_pct 0.2

create_clock -name clk0 -period $clk_period [get_ports {clk_p_i}]

set non_clock_inputs [all_inputs -no_clocks]
set_input_delay [expr $clk_period * $clk_io_pct] -clock clk0 $non_clock_inputs
set_output_delay [expr $clk_period * $clk_io_pct] -clock clk0 [all_outputs]
```

==> CHANGELOG.md <==
### Physical design

* Outcome: finished with violations
* Failing checks: negative setup slack
* Sequential cell area at 878 sq um
* Clock Sinks at 35
* Clk_skew at 3.90 ps
* Critical path's slowest cell: or4b_4
* Hold-critical path depth at 2
* Setup TNS at -58090 ps
* # Cells Yosys at 1446
* Worst path required time at 22740 ps
* Comb area at 11000 sq um
* Ports at 37
* Max Freq at 0.0380 GHz
* #FFs+latches synth at 35
* Least-Margin Pin Slew at 917 ps
* Reg2Reg Depth at 150
* Fillers at 1659
* Global-route wire length before repair at 60700 um
* Core Footprint at 22700 sq um
* CP Launch Type: flip-flop
* CTS Hold Bufs at 0
* Unique cell type count in the Yosys netlist at 100
* YS warnings at 1
* Final Hold Vio Count at 0
* Crit path kind: reg2reg
* Via/cell ratio at 5.56
* Clk slew on worst S/H paths at 50 ps
* DR iter-0 viols at 621
* Period utilization at 116%
* Critical path fanouts, max at 6
* Area figure in the yosys stat output at 11600 sq um
* Die span in y at 155 um
* Final worst slack at -3680 ps
* Standard-cell row count at 55
* Largest net degree at the start of global routing at 36
* Crit path buf inv count at 27
* Asr flop ratio synth at 100%
* CTS max path bufs at 2
* Routed vias at 12372
* Max incr delay on CP at 500 ps
* RSZ-0062 raised after global routing: true
* Crit path capture type: flip-flop
* Hold Path Class: reg2reg
* Slew Limit Fails at 0
* Routed len/inst at 16.8 um
* HPWL Detailed at 28500 um
* Initial DRT Pass Iterations at 5
* Layout cells sized above 1 at 35.8%
* Avg Synthesized Cell Area at 8.05 sq um
* TritonCTS clock tree: yes
* ANT cells at 0
* Maximum Capacitance Violations at 0
* Root buf cell: clkbuf_16
* WL final at 37500 um
* H-tree levels at 2
* Worst Hold Slack at 855 ps
* Chip width at 155 um
* Clk latency late pin at 280 ps
* Mapped cell area at 11600 sq um
* Stages on the worst setup path at 150
* Flip-flops with a built-in enable at 0
* Vias in the first global route at 12189
* Floorplan utilization at 51.2%
* Tmin final at 26280 ps
* DRC violations left at 0
* Gpl congestion at 0.982
* Total global-route track usage at 32.8%
* Initial antenna violation count at 0
* CP dominant cell by count: buf_4
* Seq/Total Area, Yosys at 7.53%
* Post-route ant nets at 0
* Relative slew slack at 38.4%
* P&R area growth vs syn at 45.1%
* Chip area at 23900 sq um
* Critical Path AT at 26420 ps
* Tool warning count at 33
* TritonCTS Buffers at 5
* Dominant flop cell: dfrtp_1
* Port bufs at 36
* Setup violators final at 16
* GRT overflow at 0
* Synthesized instance count at 1446
* Critical path's top delay family: AND-OR/OR-AND gates
## per-layer routing
metal,global-route usage (%),vias to the layer above,wire length (um)
li1,-,6159,-
met1,46.4,5891,17200
met2,55.6,268,17900
met3,4.17,54,1690
met4,4.81,0,703
met5,1.24,-,0
## cells in the mapped netlist (7+ instances only)
cell,count,area share [%]
fa_1,75,13
a211oi_1,10,0.65
nor3_1,43,1.8
o21a_1,36,2.3
inv_1,142,4.6
mux2_2,22,2.1
or2_2,11,0.59
or3_1,13,0.70
nor2_1,115,3.7
ha_1,175,19
o31ai_1,21,1.4
nand2b_1,12,0.65
a21oi_1,102,4.4
o21ai_1,7,0.30
clkbuf_1,24,0.77
dfrtp_1,35,7.5
mux2i_1,22,1.9
a21o_1,42,2.7
o211ai_1,14,0.90
o21ai_0,65,2.8
a22oi_1,10,0.65
xor2_1,35,2.6
nor2b_1,22,1.2
and3_1,8,0.43
xnor2_1,70,5.3
o21bai_1,16,1.0
and2_1,13,0.70
nand4_1,10,0.54
nand2_1,116,3.7
nand3_1,22,0.95
## worst register-to-register path, delay by kind of cell (launching register included)
kind	cells	cell delay, ps
and+or+nand+nor	33	5560
muxes	6	1600
DFF	1	380
AOI/OAI and AO/OA	69	11220
buffers and inverters	27	3210
adders and majority gates	15	4120
## sequential cells by signal, summed over array words and instances (netlist names)
signal / flops
data_b_d1_r: 8
data_o: 16
data_a_d1_r: 8
inst_d1_r: 3
## final timing paths
path	start	endpoint	slack, ps
setup reg to reg	data_a_d1_r[1]	data_o[4]	-3680
min in group asynchronous	reset_n_i	inst_d1_r[0]	4320
hold / removal	data_b_d1_r[0]	data_o[0]	860
setup / recovery	data_a_d1_r[1]	data_o[4]	-3680
hold reg to reg	data_b_d1_r[0]	data_o[0]	860
max in group asynchronous	reset_n_i	data_a_d1_r[0]	17720
## kinds of logic after synthesis
group | Yosys count | share of synthesized area (%)
multiplexers | 47 | 4.47
other | 1 | 0.0322
XOR/XNOR | 105 | 7.90
flip-flops | 35 | 7.53
buffers and inverters | 182 | 6.20
adder cells (fa/ha/maj) | 250 | 31.7
AND/OR/NAND/NOR | 415 | 17.6
AND-OR/OR-AND | 411 | 24.6
## layout make-up
cell class | instances | area share [%]
inverters | 147 | 3.31
flip-flops and latches | 35 | 5.20
repair buffers | 513 | 23.6
well taps | 285 | 2.11
clock buffers | 7 | 0.786
clock inverters | 1 | 0.0296
multi-input cells | 1237 | 65.0
## through the flow
step                      utilization (%)  cells  setup slack (ps)  instance area [sq um]
after global placement               67.5   2104             -3690                  15300
after detailed placement             67.5   2104             -4050                  15300
after floorplan                         -   1453             -4540                  12100
final                                74.3   2225             -3680                  16900
after global routing                 74.3   2225             -5040                  16900
after CTS                            72.0   2191             -3100                  16400
## cell usage in the layout, fill, tap and decap left out, types with 8 or more instances in the layout
| cell | count |
|---|---|
| or3_1 | 9 |
| nor3_1 | 38 |
| nand3_1 | 18 |
| o21bai_1 | 15 |
| fa_1 | 74 |
| clkdlybuf4s50_1 | 35 |
| nand2b_1 | 11 |
| mux2_2 | 16 |
| o211ai_1 | 14 |
| nand4_1 | 10 |
| o21ai_0 | 47 |
| ha_4 | 14 |
| a22oi_1 | 8 |
| xnor2_1 | 67 |
| xor2_1 | 35 |
| dfrtp_1 | 33 |
| o31ai_1 | 15 |
| and2_1 | 11 |
| mux2_4 | 8 |
| conb_1 | 8 |
| a21oi_1 | 76 |
| a21oi_2 | 24 |
| a21o_1 | 42 |
| nand2_2 | 9 |
| nor2b_1 | 21 |
| buf_4 | 471 |
| inv_1 | 137 |
| o21a_1 | 35 |
| o21ai_2 | 11 |
| nand2_1 | 107 |
| ha_1 | 157 |
| o21ai_1 | 14 |
| mux2i_1 | 17 |
| nor2_1 | 105 |
## timing repair
| item | CTS | global route |
|---|---|---|
| setup buffers | 77 | 34 |
| setup endpoints to repair | 16 | 16 |
| pin swaps | 71 | 58 |
| cloned | 2 | 0 |
| gates resized | 63 | 56 |
